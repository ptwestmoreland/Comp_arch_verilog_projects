==> flow/design.v <==
`timescale 1ns / 1ps
module counter(
    input upBttn,
    input dwnBttn,
    input CLOCK, 
    input Rst,
    output [3:0] LEDS
    );
    reg [26:0] counterClk;  
    wire clkOut;
    always@(posedge CLOCK or posedge Rst) 
    begin 
      if(Rst) 
      begin
       counterClk <= 0;
      end
      else if(counterClk == 27'd134217727) 
      begin
       counterClk <= 0;
      end 
      else 
      begin
        counterClk <= counterClk + 1;
      end
    end
    assign clkOut = counterClk[26];  
    reg[3:0] counter; 
    always@(posedge clkOut or posedge Rst)
     begin
     if(Rst)  
      begin
      counter <= 0;
      end
     else if(upBttn) 
     begin
      counter <= counter + 1;
     end
     else if(dwnBttn) 
     begin
      counter <= counter - 1; 
     end 
     else 
     begin
       counter <= counter; ;
     end
     end  
     assign LEDS[3:0] = counter[3:0];
endmodule
==> flow/run.sh <==
#!/bin/bash
# OpenROAD 26Q1-2900-gdf79404cd8, Yosys 0.63+post, stock flow scripts
make -C /OpenROAD-flow-scripts/flow DESIGN_CONFIG=/design/flow/config.mk WORK_HOME=/design/flow/orfs finish
==> flow/config.mk <==
export PLATFORM = sky130hd
export DESIGN_NAME = counter
export DESIGN_NICKNAME = counter
export VERILOG_FILES = /design/flow/design.v
export SDC_FILE = /design/flow/constraint.sdc
export NUM_CORES = 4
export LEC_CHECK = 1
export CORE_UTILIZATION = 30
==> flow/constraint.sdc <==
current_design counter

set clk_period 3.7
set clk_io_pct 0.2

create_clock -name clk0 -period $clk_period [get_ports {CLOCK}]

set non_clock_inputs [all_inputs -no_clocks]
set_input_delay [expr $clk_period * $clk_io_pct] -clock clk0 $non_clock_inputs
set_output_delay [expr $clk_period * $clk_io_pct] -clock clk0 [all_outputs]
==> out/results.tsv <==
metric	value	unit
synth_area_per_cell	10.5	um2
finish.instance_area	0.00175	mm2
edf_count	0	
wire_per_inst	11.1	um
end_kind	register	
cp_top_family	simple AND/OR/NAND/NOR gates	
yosysWarnings	1	
grt_pass1_vias	953	
min_path_cells	1	
drv_slew	0	
p_total	479	uW
critPathMaxStageDelay	0.56	ns
viasPerCell	4.73	
drt-met1-wl	1420	um
yosysUniqueCellTypes	33	
postCtsSetupBuffers	0	
grt_antenna_before_repair	0	
drc	0	
dr_total_vias	1059	
dp_slack	1.70	ns
chipHeight	74.0	um
relSlewSlack	0.689	
num_antenna_cells	0	
timing.final.crit_share	0.538	
tns	0	ns
clockBufferDepth	2	
instances_no_fill	224	
status	finished clean	
hold_buffers	0	
most_common_cell	dfrtp_1	
min_path_type	register to register	
areaGrowthSynthToFinish	12.2	%
worstSetupPathDepth	5	
worstPathArrival	2.13	ns
max_freq	502	MHz
io_buffers	7	
ys_sh_simple	0.231	
warnings	25	
largest_area_cell	dfrtp_1	
synthArstFlopShare	1.00	
antenna_left	0	
gr-usage-all-layers	0.104	
firstDrtPassIters	4	
setup_viol	0	
postLayoutCoreUtil	0.360	
mux_area_frac	0.0137	
row_count	25	
slowest_stage	and4_1	
cp_num_buf_inv	0	
core-area	0.00485	mm2
crit_fanout	13	
fp_util	0.321	
placed_cell_area	0.00170	mm2
topCellsByArea	dfrtp_1, xnor2_1, xor2_1, nor2_1, nand3_1	
rsz0062_at_grt	no	
r2r_cells	5	
synthAoiAreaFrac	0.0691	
grt_overflow	0	
criticalPathCategory	register to register	
crit_chain	ha_1 -> nand4_1 -> nor4_4 -> and4_1 -> nor2_1	
hold_viol_final	0	
cts_tree	done	
drt_iter0_drc	40	
die_x	74.0	um
ys_sh_adder	0.0370	
ir_drop	317	uV
ys_cells	148	
drive_above_1_share	0.0510	
ctsResizeCount	0	
cts_buffers	3	
skew	0.00531	ns
hpwl	1720	um
grt_max_degree	32	
ys_area	0.00156	mm2
unclocked_regs	4	
nFillCells	491	
synthTopLogicFamily	simple AND/OR/NAND/NOR gates	
worst_pin_slew	0.466	ns
gp_congestion	0.805	
power.leakage	0.750	nW
ys_sh_xor	0.124	
wl_met2	970	um
maxCapViolCount	0	
synth_cells	148	
top_area_frac	0.498	
placed_cells	220	
clk_latency	0.27	ns
syn-cell-area	0.00156	mm2
die_area	0.00548	mm2
ff_type	dfrtp_1	
fin_hold_ws	0.483	ns
routed_wl	2500	um
clock-root-buffer	clkbuf_8	
clk_pin_slew	0.09	ns
fin_ws	1.71	ns
ys_seq_frac	0.498	
cellPowerDensity	274	mW/mm2
crit_required	3.84	ns
top_layer	met4	
grt_pass1_wl	4380	um
post-route-min-period	1.99	ns
io_pins	8	
critPathLaunchType	register	
h-tree-depth	1	
top_cells_by_count	dfrtp_1, nor2_1, xnor2_1, nand3_1, nand2_1	
untimed_endpoints	8	
dr_wl_met3	83	um
ys.flops	31	
## worst paths after layout
path                                startpoint              to  slack, ns
worst max-delay path             counterClk[0]   counterClk[5]       1.71
worst max register to register   counterClk[0]   counterClk[5]       1.71
worst min register to register  counterClk[24]  counterClk[24]       0.48
min in group asynchronous                  Rst  counterClk[26]       0.83
worst min-delay path            counterClk[24]  counterClk[24]       0.48
max in group asynchronous                  Rst   counterClk[4]       2.59
## routing by layer
| metal | GRT usage | vias to the layer above |
|---|---|---|
| met5 | 0 | - |
| met1 | 0.178 | 496 |
| li1 | - | 548 |
| met3 | 0.0206 | 2 |
| met4 | 0.00855 | 0 |
| met2 | 0.145 | 13 |
## cells in the final DEF (no fill, tap or decap)
master / synthesis / layout
dfrtp_1: 31 / 31
nor2_1: 15 / 15
xnor2_1: 15 / 15
nand3_1: 11 / 11
nand2_1: 8 / 8
inv_1: 7 / 7
xor2_1: 7 / 7
clkdlybuf4s50_1: 0 / 7
nand4_1: 6 / 6
a21oi_1: 6 / 6
and4_1: 4 / 4
o31ai_1: 4 / 4
or4_1: 3 / 3
nor4_1: 3 / 3
o21ai_0: 3 / 3
ha_1: 3 / 3
clkbuf_8: 0 / 3
a21o_1: 2 / 2
or3_1: 2 / 2
and3_1: 2 / 2
nor2b_1: 2 / 2
nand4_2: 1 / 1
or3_4: 1 / 1
nor4_4: 1 / 1
and2_1: 1 / 1
a2bb2oi_1: 1 / 1
o41ai_1: 1 / 1
or4b_1: 1 / 1
nor3_1: 1 / 1
mux2i_1: 1 / 1
mux2_2: 1 / 1
fa_1: 1 / 1
clkbuf_1: 1 / 1
buf_4: 1 / 1
## flip-flops by register name (all words and copies together) (netlist names)
signal      cells
counter         4
counterClk     27
## area by class of cell
cell class                 instances  area (um2)  area share
multi-input combinational        107         738       0.423
tap                               67        83.8      0.0480
sequential                        31         776       0.444
inverter                           7        26.3      0.0150
clock buffer                       4        45.0      0.0258
timing repair buffer               8        77.6      0.0444
## report_power, final
| part | leakage [nW] | switching [mW] | total [mW] | internal (mW) |
|---|---|---|---|---|
| logic | 0.313 | 0.0110 | 0.0191 | 0.00803 |
| clock network | 0.0228 | 0.0878 | 0.165 | 0.0771 |
| registers | 0.414 | 0 | 0.295 | 0.295 |
| total | 0.750 | 0.0988 | 0.479 | 0.380 |
## logic make-up (layout without fill, tap and decap cells)
| logic type | count (synthesis) | after routing |
|---|---|---|
| AND-OR/OR-AND | 17 | 17 |
| XOR/XNOR | 22 | 22 |
| adder cells (fa/ha/maj) | 4 | 4 |
| buffers and inverters | 10 | 19 |
| flip-flops | 31 | 31 |
| multiplexers | 2 | 2 |
| AND/OR/NAND/NOR | 62 | 62 |
No activity file was given, so power comes from the tool's default toggle rates.
