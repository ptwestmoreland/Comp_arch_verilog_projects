File: flow/design.v
`timescale 1ns / 1ps
module patternDetectorFSM(
    input CLOCK,
    input dataIn,
    input Rst,
    output LED
    );
    reg [26:0] counterClk;  
    wire clkOut;
    always@(posedge CLOCK or posedge Rst) 
    begin 
      if(Rst) 
      begin
       counterClk <= 0;
      end
      else if(counterClk == 27'd134217727) 
      begin
       counterClk <= 0;
      end 
      else 
      begin
        counterClk <= counterClk + 1;
      end
    end
    assign clkOut = counterClk[26];  
    reg [2:0] currentState, nextState; 
    wire tempOut;  
    parameter S0 = 3'b000;  
    parameter S1 = 3'b001;
    parameter S2 = 3'b010;
    parameter S3 = 3'b011;
    parameter S4 = 3'b100;
    always@(posedge clkOut or posedge Rst)
    begin 
      if(Rst) 
      begin
        currentState <= S0; 
      end
      else 
      begin
        currentState <= nextState;
      end
    end  
    always@(*)  
    begin
      case(currentState)
        S0: if(dataIn) nextState = S1;
            else nextState = S0;
        S1: if(dataIn) nextState = S2;
            else nextState = S0;
        S2: if(dataIn) nextState = S2;
            else nextState = S3;
        S3: if(dataIn) nextState = S4; 
            else nextState = S0;
        S4: if(dataIn) nextState = S2;  
            else nextState = S0;
        default: nextState = S0;  
       endcase 
    end  
    assign LED = (currentState == S4); 
endmodule
File: flow/constraint.sdc
current_design patternDetectorFSM

set clk_period 4.6
set clk_io_pct 0.2

create_clock -name clk0 -period $clk_period [get_ports {CLOCK}]

set non_clock_inputs [all_inputs -no_clocks]
set_input_delay [expr $clk_period * $clk_io_pct] -clock clk0 $non_clock_inputs
set_output_delay [expr $clk_period * $clk_io_pct] -clock clk0 [all_outputs]
File: flow/run.sh
#!/bin/bash
# OpenROAD 26Q1-2900-gdf79404cd8, Yosys 0.63+post, stock flow scripts
make -C /OpenROAD-flow-scripts/flow DESIGN_CONFIG=/design/flow/config.mk WORK_HOME=/design/flow/orfs finish
File: flow/config.mk
export PLATFORM = sky130hd
export DESIGN_NAME = patternDetectorFSM
export DESIGN_NICKNAME = patternDetectorFSM
export VERILOG_FILES = /design/flow/design.v
export SDC_FILE = /design/flow/constraint.sdc
export NUM_CORES = 4
export LEC_CHECK = 1
export CORE_UTILIZATION = 30
==> flow_summary.json <==
{
  "antenna_cells": 0,
  "drt_iter0_drc": 35,
  "hold_buffers": 0,
  "worstPathRequired_ns": 4.74,
  "aoi_share_pct": 6.843,
  "synth_area_per_cell_sq_um": 10.61,
  "ys_sh_adder_pct": 0.8244,
  "ios": 4,
  "cts_tree": "yes",
  "ys_area_sq_um": 1518,
  "setup_violations": 0,
  "hold_viol_final": 0,
  "status": "complete, no violations",
  "dieArea_sq_um": 5347,
  "edf_count": 0,
  "hpwl_um": 1740,
  "grtUsageTotal_pct": 10.77,
  "start_kind": "flop",
  "hold_class": "flop to flop",
  "syn_to_final_growth_pct": 8.656,
  "die_h_um": 73.13,
  "syn-instance-count": 143,
  "power.leakage_nw": 0.7137,
  "period_used_pct": 41.01,
  "use_met1_pct": 16.63,
  "synth_warnings": 1,
  "clk_path_buf_depth": 2,
  "top_usage_layer": "met2",
  "warnings": 25,
  "layout-drive-gt1-share_pct": 7.483,
  "cts_buffers": 3,
  "cp_max_fo": 12,
  "ff_type": "dfrtp_1",
  "place_inst": 210,
  "drv_cap": 0,
  "vdd_drop_max_v": 0.0001849,
  "fin_skew_ns": 0.01017,
  "routed_wl_um": 2568,
  "maxClockFrequency_mhz": 530.0,
  "yosys.cell_types.count": 33,
  "use_met2_pct": 16.98,
  "grt_pass1_vias": 987,
  "antenna_found_initial": 0,
  "critPathKind": "flop to flop",
  "num_vias": 1023,
  "die_w_um": 73.13,
  "untimed_endpoints": 6,
  "htree_levels": 1,
  "p_comb_share_pct": 2.2,
  "clock_latency_ns": 0.27,
  "yosysSeqAreaShare_pct": 52.84,
  "p_sw_mw": 0.07663,
  "grt_max_degree": 33,
  "top_cell_area_share_pct": 51.11,
  "rsz0062_at_grt": "no",
  "grt_pass1_wl_um": 4395,
  "rows": 25,
  "final_antenna_net_count": 0,
  "cts_resized": 0,
  "grt_use_met3_pct": 1.961,
  "viasPerCell": 4.780,
  "unclocked_pins": 5,
  "routedWlPerCell_um": 12.00,
  "slew_viol_final": 0,
  "cts-root-buf": "clkbuf_8",
  "min_period_ns": 1.887,
  "drc_errors": 0,
  "p_seq_share_pct": 62.7,
  "layout.cells.non_filler": 214,
  "tns_ns": 0,
  "mux_area_share_pct": 0,
  "netlist_area_sq_um": 1518,
  "xor_share_pct": 10.96,
  "area_leaders": "dfrtp_1 51%, xnor2_1 5.8%, xor2_1 5.2%",
  "top_logic_kind": "simple AND/OR/NAND/NOR gates",
  "switching_share_pct": 20.27,
  "simple_gate_share_pct": 24.98,
  "critPathArrivalTime_ns": 2.02,
  "ys_ff": 32,
  "ys_cells": 143,
  "cts_setup_buffers": 0,
  "p_clk_share_pct": 35.0,
  "p_per_area_nw_per_um2": 229.2,
  "p_int_mw": 0.3014,
  "yosysTopAreaCell": "dfrtp_1",
  "gp_congestion": 0.7915,
  "cp-end-kind": "flop",
  "max-slew-margin-rel_pct": 69.55,
  "core_sq_um": 4786,
  "worst_slew_pin_slew_ns": 0.4533,
  "synthArstFlopShare_pct": 100.0,
  "gr-total-overflow": 0,
  "fp_util_pct": 31.71,
  "dr.pass1.iters": 4,
  "path_clk_slew_ns": 0.09,
  "port_buffers": 3
}
per-layer routing:
layer,vias up,part of all wire (%)
li1,513,-
met1,502,52
met2,6,44
met3,2,2.4
met4,0,1.2
met5,-,0
path summary, 6_finish.rpt:
check | from | end | slack [ns] | depth (start not counted)
setup / recovery | counterClk[17] | counterClk[13] | 2.71 | 4
hold / removal | counterClk[12] | counterClk[12] | 0.47 | 1
setup reg to reg | counterClk[17] | counterClk[13] | 2.71 | 4
hold reg to reg | counterClk[12] | counterClk[12] | 0.47 | 1
max in group asynchronous | Rst | counterClk[5] | 3.26 | 3
min in group asynchronous | Rst | counterClk[14] | 1.04 | 3
power by group through the flow:
stage	Combinational (mW)	Sequential (mW)	Clock, mW
after CTS	0.00881	0.237	0.137
after global routing	0.00984	0.237	0.147
final	0.00842	0.237	0.132
kinds of logic (layout without fill, tap and decap cells):
| kind of cell | after synthesis | after routing |
|---|---|---|
| XOR/XNOR | 19 | 19 |
| adder cells (fa/ha/maj) | 1 | 1 |
| AND/OR/NAND/NOR | 66 | 66 |
| buffers and inverters | 9 | 13 |
| AND-OR/OR-AND | 16 | 16 |
| flip-flops | 32 | 32 |
layout by cell type, fill, tap and decap left out, drive strengths merged, types with 2 or more instances in the layout:
master	count
a21oi	5
and2	4
and3	5
and4	2
clkbuf	4
clkdlybuf4s50	3
dfrtp	31
inv	5
nand2	8
nand3	13
nand4	5
nor2	10
nor2b	2
nor3	5
nor4	6
o21ai	3
o31a	2
o31ai	4
or4	4
xnor2	10
xor2	9
critical path: stages, from the launching register on:
cell     delay, ns
dfrtp_1       0.40
nand3_1       0.22
nor4_1        0.47
and4_1        0.55
nor2_1        0.10
cells in the mapped netlist, types with 2 or more instances:
library cell and n:
o31ai_1 4, xor2_1 9, dfrtp_1 31, nor2_1 10, nor2b_1 2, nand3_1 12
o21ai_0 3, inv_1 5, nand2_1 7, or4_1 4, and3_1 5, nor4_1 6
nand4_1 4, and4_1 2, a21oi_1 5, and2_1 4, xnor2_1 10, buf_6 2
nor3_1 4
sequential cells by signal, summed over array words and instances, names as in the netlist:
| register | flops |
|---|---|
| counterClk | 27 |
| currentState | 5 |
cell type report:
class                      count  area [sq um]
clock buffer                   4         45.04
fill                         476          3137
inverter                       5         18.77
multi-input combinational    102         661.9
sequential                    32         802.0
tap                           67         83.83
timing repair buffer           4         37.54
metrics by stage:
step	setup slack (ns)	area, sq um	total power [mW]	hold slack (ns)	util (%)
after global routing	2.491	1649	0.3938	0.4994	34.46
after floorplan	2.991	1518	0.2462	0.4381	-
after detailed placement	2.743	1604	0.2506	0.4625	33.52
final	2.713	1649	0.3780	0.4748	34.46
after CTS	2.725	1649	0.3835	0.4772	34.46
after global placement	2.749	1604	0.2503	0.4576	33.52
Power figures rest on the tool's default switching activity, not on a simulated workload.
