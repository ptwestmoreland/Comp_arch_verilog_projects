--- flow/config.mk ---
export PLATFORM = sky130hd
export DESIGN_NAME = SingleCycleControl
export DESIGN_NICKNAME = SingleCycleControl
export VERILOG_FILES = /design/flow/design.v
export SDC_FILE = /design/flow/constraint.sdc
export NUM_CORES = 4
export LEC_CHECK = 1
export CORE_AREA = 10 10 70 70
export DIE_AREA = 0 0 80 80
--- flow/constraint.sdc ---
current_design SingleCycleControl

set clk_period 2.1
set clk_io_pct 0.2

create_clock -name clk0 -period $clk_period

set non_clock_inputs [all_inputs -no_clocks]
set_input_delay [expr $clk_period * $clk_io_pct] -clock clk0 $non_clock_inputs
set_output_delay [expr $clk_period * $clk_io_pct] -clock clk0 [all_outputs]
--- flow/design.v ---
module SingleCycleControl(Reg2Loc, ALUSrc, MemToReg, RegWrite, MemRead, MemWrite, Branch, Uncondbranch, ALUOp, Opcode);
   input [10:0] Opcode;
   output 	Reg2Loc;
   output 	ALUSrc;
   output 	MemToReg;
   output 	RegWrite;
   output 	MemRead;
   output 	MemWrite;
   output 	Branch;
   output 	Uncondbranch;
   output [1:0] ALUOp;
   reg 		Reg2Loc, ALUSrc, MemToReg, RegWrite, MemRead, MemWrite, Branch, Uncondbranch;
   reg [1:0] 	ALUOp;
   always @ (Opcode) begin
      casez(Opcode)
        11'b11111000010: 
          begin
           Reg2Loc <= #2 1'bx;
           Uncondbranch <= #2 1'b0;
           Branch <= #2 1'b0;
           MemRead <= #2 1'b1;
           MemToReg <= #2 1'b1;
           MemWrite <= #2 1'b0;
           ALUSrc <= #2 1'b1;
           RegWrite <= #2 1'b1;
           ALUOp <= #2 2'b00;
        end
        11'b11111000000: 
          begin
        	Reg2Loc <= #2 1'b1; 
           	Uncondbranch <= #2 1'b0;
           	Branch <= #2 1'b0;
           	MemRead <= #2 1'b0;
           	MemToReg <= #2 1'bx;
           	MemWrite <= #2 1'b1;
           	ALUSrc <= #2 1'b1;
           	RegWrite <= #2 1'b0;
           	ALUOp <= #2 2'b00;
        end
        11'b10001011000:
          begin 
			Reg2Loc <= #2 1'b0; 
           	Uncondbranch <= #2 1'b0;
           	Branch <= #2 1'b0;
           	MemRead <= #2 1'b0;
           	MemToReg <= #2 1'b0;
           	MemWrite <= #2 1'b0;
           	ALUSrc <= #2 1'b0;
           	RegWrite <= #2 1'b1;
           	ALUOp <= #2 2'b10;
        end
        11'b11001011000:
          begin 
            Reg2Loc <= #2 1'b0; 
           	Uncondbranch <= #2 1'b0;
           	Branch <= #2 1'b0;
           	MemRead <= #2 1'b0;
           	MemToReg <= #2 1'b0;
           	MemWrite <= #2 1'b0;
           	ALUSrc <= #2 1'b0;
           	RegWrite <= #2 1'b1;
          ALUOp <= #2 2'b10; end
        11'b10001010000:
        begin
            Reg2Loc <= #2 1'b0; 
           	Uncondbranch <= #2 1'b0;
           	Branch <= #2 1'b0;
           	MemRead <= #2 1'b0;
           	MemToReg <= #2 1'b0;
           	MemWrite <= #2 1'b0;
           	ALUSrc <= #2 1'b0;
           	RegWrite <= #2 1'b1;
           	ALUOp <= #2 2'b10;
        end
          11'b10101010000: 
            begin
			Reg2Loc <= #2 1'b0; 
           	Uncondbranch <= #2 1'b0;
           	Branch <= #2 1'b0;
           	MemRead <= #2 1'b0;
           	MemToReg <= #2 1'b0;
           	MemWrite <= #2 1'b0;
           	ALUSrc <= #2 1'b0;
           	RegWrite <= #2 1'b1;
           	ALUOp <= #2 2'b10;
        end
        11'b10110100???: 
          begin 
   			Reg2Loc <= #2 1'b1; 
           	Uncondbranch <= #2 1'b0;
           	Branch <= #2 1'b1;
           	MemRead <= #2 1'b0;
           	MemToReg <= #2 1'bx;
           	MemWrite <= #2 1'b0;
           	ALUSrc <= #2 1'b0;
           	RegWrite <= #2 1'b0;
           	ALUOp <= #2 2'b01;
        end
        11'b000101?????: 
          begin 
        	Reg2Loc <= #2 1'bx; 
           	Uncondbranch <= #2 1'b1;
           	Branch <= #2 1'bx;
           	MemRead <= #2 1'b0;
           	MemToReg <= #2 1'bx;
           	MemWrite <= #2 1'b0;
           	ALUSrc <= #2 1'bx;
           	RegWrite <= #2 1'b0;
           	ALUOp <= #2 2'bxx;
        end
        default: begin
           Reg2Loc <= #2 1'bx;
           ALUSrc <= #2 1'bx;
           MemToReg <= #2 1'bx;
           RegWrite <= #2 1'bx;
           MemRead <= #2 1'bx;
           MemWrite <= #2 1'bx;
           Branch <= #2 1'bx;
           ALUOp <= #2 2'bxx;
        end
      endcase
   end
endmodule
--- flow/run.sh ---
#!/bin/bash
# OpenROAD 26Q1-2900-gdf79404cd8, Yosys 0.63+post, stock flow scripts
make -C /OpenROAD-flow-scripts/flow DESIGN_CONFIG=/design/flow/config.mk WORK_HOME=/design/flow/orfs finish
==> job_summary.md <==
### Metrics collected by this job

| Metric | Value |
|---|---|
| Critical path arrival | `1.70 ns` |
| Worst vdd ir | `0.06019 mV` |
| Type of destination of the critical path | `output pin` |
| First DRT Iteration DRCs | `2` |
| Std-Cell Core Area | `3416 µm²` |
| CP required | `1.68 ns` |
| Detailed-router iteration count before antenna repair | `2` |
| Slowest CP cell | `or4b_4` |
| Min-delay worst type | `primary input to output pin` |
| Psw | `22.38 µW` |
| Largest net degree at the start of global routing | `6` |
| Die area | `6400 µm²` |
| FP Core Util | `5.861%` |
| DIE WIDTH | `80 µm` |
| Total global-route track usage | `3.118%` |
| Register bit total from synthesis | `1` |
| N_diodes | `0` |
| Yosys warns | `1` |
| Crit-path cells | `buf_6 > or4b_4 > a2111oi_4 > buf_4 > buf_4 > a211oi_1 > buf_2` |
| Comb pwr share | `99.1%` |
| Post-layout period usage of the worst path | `100.9%` |
| Fin Setup TNS | `-0.01877 ns` |
| Ports | `21` |
| Layout area overhead | `203.7%` |
| Top cells, area | `a2111oi_4 14%, a211oi_1 11%, nor4b_2 7.5%` |
| Clock power frac | `0%` |
| Gr ovfl total | `0` |
| Run status | `finished, violations left` |
| Slew HR | `84.03%` |
| Number of global-route vias before repair | `360` |
| Remaining DRCs | `0` |
| Endpoints left unconstrained | `2` |
| Post-route ant nets | `0` |
| Tmin final | `2.119 ns` |
| Max Clk Rate | `0.4720 GHz` |
| WL final | `1081 µm` |
| Final cell count without fillers | `108` |
| Worst setup margin | `-0.01877 ns` |
| Worst path buffer plus inverter count | `4` |
| Pwr Density | `88.15 nW/µm²` |
| Maxcap violations | `0` |
| Largest registers | `Uncondbranch x1` |
| Top-area cell share | `13.75%` |
| Tool warnings | `34` |
| Syn_area_per_cell | `8.341 µm²` |
| Netlist cell types | `21` |
| CP startpoint kind | `primary input` |
| Worst-path fanout max | `4` |
| # hold bufs at CTS | `0` |
| Dpl cells | `99` |
| Sw frac | `41.74%` |
| Vias | `327` |
| RSZ-0062 raised after global routing | `true` |
| Filler cells | `398` |
| Layout cell share with drive strength beyond 1 | `72.58%` |
| Worst slew pin tran | `0.2396 ns` |
| Setup Crit Path Kind | `primary input to output pin` |
| P_int | `31.23 µW` |
| P_leak | `0.0002570 µW` |
| Most used cell along the critical path | `buf_4` |
| # Cells Yosys | `24` |
| Vias per cell | `3.028` |
| Mapped Area | `200.2 µm²` |
| Die Span Y | `80 µm` |
| Syn Inst Count | `24` |
| Reg with most FFs | `Uncondbranch` |
| Global-route wire length before repair | `1669 µm` |
| Violations in the final reports | `negative setup slack` |
| Initial antenna violation count | `0` |
| Fin. max-slew vios | `0` |
| Flop pwr share | `0.9%` |
| Post-synth top area cell | `a2111oi_4` |
| Delay-heaviest family, CP | `simple AND/OR/NAND/NOR gates` |
| Setup-failing EPs final | `1` |
| Register pins left without a clock | `1` |
| Buffers on Ports | `21` |
| Yosys chip area | `200.2 µm²` |
| Site row count | `21` |
| Placer Congestion | `0.8041` |
| Hold Vio Cnt, Final | `0` |
| CP max stage delay | `0.55 ns` |
| WL/cell | `10.01 µm` |
| Largest register FFs | `1` |
| Core Util, Final | `17.80%` |
==> final timing paths <==
| path | startpoint | end | cells past startpoint |
|---|---|---|---|
| worst max-delay path | Opcode[2] | MemWrite | 7 |
| worst min-delay path | Opcode[2] | RegWrite | 6 |
==> cells in the final DEF, fill, tap and decap left out, types with 2 or more instances in the layout <==
cell type / n
buf_4: 13
clkbuf_2: 2
buf_2: 9
dlygate4sd2_1: 6
o21ai_0: 2
buf_6: 7
a211oi_1: 3
==> per-layer routing <==
| metal | track usage [%] | vias up | part of all wire [%] |
|---|---|---|---|
| met5 | 0 | - | 0 |
| met4 | 0 | 0 | 0 |
| met3 | 0.5682 | 0 | 7.4 |
| met2 | 4.414 | 14 | 36 |
| met1 | 4.947 | 142 | 56 |
| li1 | - | 171 | - |
==> repair_timing <==
| item | 4_1_cts | 5_1_grt |
|---|---|---|
| gates resized | 62 | 4 |
| setup buffers | 8 | 1 |
| endpoints found under the setup margin | 9 | 7 |
| pin swaps | 8 | 3 |
==> power groups by stage <==
| stage | clock network (µW) | logic [µW] | registers, µW |
|---|---|---|---|
| CTS | 0 | 51.3 | 0.469 |
| global route | 0 | 57.7 | 0.495 |
| finish | 0 | 53.1 | 0.466 |
==> kinds of logic (layout without fill, tap and decap cells) <==
logic type / count (synthesis) / count (layout) / share of synthesized area, %
simple gates: 12 / 12 / 48.12
compound gates: 8 / 8 / 36.87
latches: 1 / 1 / 7.498
buf+inv: 3 / 41 / 7.498
==> cell type report <==
cell class	count	area (µm²)	area share (%)
Multi-Input combinational cell	20	222.7	36.63
Timing Repair Buffer	39	305.3	50.21
Sequential cell	1	15.01	2.469
Tap cell	46	57.56	9.465
Inverter	2	7.507	1.235
==> through the flow <==
step | setup slack [ns] | instance area (µm²) | power [µW] | hold WS (ns)
floorplan | 0.2293 | 200.2 | 12.47 | 0.8737
global placement | -0.6942 | 528.0 | 49.50 | 1.963
detailed placement | -0.7070 | 528.0 | 50.40 | 1.979
CTS | -0.02247 | 599.3 | 51.81 | 1.373
global route | -0.09495 | 608.1 | 58.24 | 1.440
finish | -0.01877 | 608.1 | 53.61 | 1.393
==> synth_stat cells <==
| master | n |
|---|---|
| and2_1 | 1 |
| nor4b_2 | 1 |
| buf_4 | 1 |
| nor2_1 | 1 |
| o21ai_2 | 1 |
| a2111oi_4 | 1 |
| inv_1 | 1 |
| nand2_1 | 1 |
| dlxtn_1 | 1 |
| nand4bb_1 | 1 |
| o21ai_0 | 2 |
| or4b_4 | 1 |
| a211oi_1 | 3 |
| and2b_2 | 1 |
| nor3_1 | 1 |
| nor4_1 | 1 |
| or3b_1 | 1 |
| or2b_2 | 1 |
| nand3_1 | 1 |
| a21oi_1 | 1 |
| inv_2 | 1 |
Power figures rest on the tool's default switching activity, not on a simulated workload.
